### flow/run.sh
#!/bin/bash
# OpenROAD 26Q1-2900-gdf79404cd8, Yosys 0.63+post, stock flow scripts
make -C /OpenROAD-flow-scripts/flow DESIGN_CONFIG=/design/flow/config.mk WORK_HOME=/design/flow/orfs finish
### flow/config.mk
export PLATFORM = sky130hd
export DESIGN_NAME = demux4
export DESIGN_NICKNAME = demux4
export VERILOG_FILES = /design/flow/design.v
export SDC_FILE = /design/flow/constraint.sdc
export NUM_CORES = 4
export LEC_CHECK = 1
export CORE_AREA = 10 10 70 70
export DIE_AREA = 0 0 80 80
export SYNTH_HDL_FRONTEND = slang
### flow/constraint.sdc
current_design demux4

set clk_period 1.0
set clk_io_pct 0.2

create_clock -name clk0 -period $clk_period

set non_clock_inputs [all_inputs -no_clocks]
set_input_delay [expr $clk_period * $clk_io_pct] -clock clk0 $non_clock_inputs
set_output_delay [expr $clk_period * $clk_io_pct] -clock clk0 [all_outputs]
### flow/design.v
module demux4(out0,out1,out2,out3,in,s);
	input [3:0]in;
	input [1:0]s;
	output reg [3:0]out0,out1,out2,out3;
	always@ (*)begin
		case(s)
			0: begin out0 = in; out1 = 0; out2 = 0; out3 = 0; 
			end
			1: begin out1 = in; out0 = 0; out2 = 0; out3 = 0; 
			end
			2: begin out2 = in; out0 = 0; out1 = 0; out3 = 0; 
			end
			3: begin out3 = in; out0 = 0; out1 = 0; out2 = 0; 
			end
		endcase
	end
endmodule
==> impl_metrics.env <==
# source this file to load flow results
export IMPL_grt_use_met2_pct=3.45
export IMPL_path_delay_family="buffers and inverters"
export IMPL_dp_slack_ps=-734
export IMPL_ys_area_um2=155
export IMPL_diodes=0
export IMPL_antenna_found_initial=0
export IMPL_ff_latch_area_um2=0
export IMPL_warning_count=34
export IMPL_crit_cells=6
export IMPL_period_needed_ps=1080
export IMPL_busiest_layer="met1"
export IMPL_synthDistinctLibCells=5
export IMPL_grt_pass1_wl_um=1500
export IMPL_path_cells="buf_6 > buf_6 > buf_6 > buf_6 > nor3b_2 > buf_2"
export IMPL_rsz0062_at_grt="yes"
export IMPL_die_x_um=80
export IMPL_yosysCellCount=18
export IMPL_vias=293
export IMPL_io_pins=22
export IMPL_setup_viol=9
export IMPL_die_h_um=80
export IMPL_drc=0
export IMPL_hold_violations=0
export IMPL_drv_cap=0
export IMPL_mostFrequentLayoutCells="16 x buf_6, 15 x buf_2, 6 x and3b_2"
export IMPL_cpPeakStageDelay_ps=140
export IMPL_final_setup_tns_ps=-250
export IMPL_viasPerCell=2.93
export IMPL_grtUsageMet3_pct=2.39
export IMPL_p_seq_share_pct=0
export IMPL_post_drt_wl_per_cell_um=10.0
export IMPL_worstSetupEndpointType="primary output"
export IMPL_clock_buffers=0
export IMPL_detail_route_wirelength_um=1000
export IMPL_yosysTopAreaCell="and3b_2"
export IMPL_drive_gt1_share_pct=94.4
export IMPL_netlist_area_leader_share_pct=38.7
export IMPL_start_kind="input port"
export IMPL_critPathSlowestCell="nor3b_2"
export IMPL_cp_startpoint="s[1]"
export IMPL_grt_max_degree=6
export IMPL_swShare_pct=30.4
export IMPL_netlist_area_um2=155
export IMPL_min_path_type="input port to primary output"
export IMPL_fp_util_pct=4.54
export IMPL_powerDensity_nw_per_um2=310
export IMPL_cp_num_buf_inv=5
export IMPL_power_internal_mw=0.119
export IMPL_grtUsageTotal_pct=2.89
export IMPL_drv_slew=0
export IMPL_status="complete, but fails checks"
export IMPL_ys_seq_share_pct=0
export IMPL_arrival_ps=880
export IMPL_p_switching_mw=0.0521
export IMPL_max_freq_mhz=924
export IMPL_area_growth_synth_to_final_pct=256
export IMPL_coreArea_um2=3420
export IMPL_fillerInstances=386
export IMPL_drt_pass1_iter_count=1
export IMPL_finalWeightedCongestion=0.711
export IMPL_synth_warnings=0
export IMPL_layout_top_cell="buf_6"
export IMPL_syn_area_per_cell_um2=8.62
export IMPL_setup_worst_path_class="input port to primary output"
export IMPL_worst_pin_slew_ps=120
export IMPL_grt_ovfl_total=0
export IMPL_worst_ep_required_time_ps=800
export IMPL_grtUsageMet1_pct=4.02
export IMPL_topCellsByArea="and3b_2 39%, nor3b_1 19%, and3_1 16%, buf_6 15%, and3b_1 11%"
export IMPL_peakVddDrop_uv=117
export IMPL_synthCells=18
export IMPL_setup_slack_ps=-81.9
export IMPL_slew_headroom_pct=92.0
export IMPL_rows=21
export IMPL_violations="setup timing"
export IMPL_grt_pass1_vias=301
export IMPL_pwr_share_clk_pct=0
export IMPL_dieArea_um2=6400
export IMPL_fin_crit_sh_pct=108
export IMPL_dp_hpwl_um=681
export IMPL_p_leak_nw=0.294
export IMPL_port_buffers=22
export IMPL_endpoint="out0[2]"
export IMPL_ant_nets=0
export IMPL_crit_fanout=4
export IMPL_seq_cell_count=0
export IMPL_drt_initial_drc_count=0
export IMPL_cp_common_cell="buf_6"
export IMPL_pwr_share_comb_pct=100.0
export IMPL_cts_hold_repair_buffers=0
==> final cells by class <==
cell class                 instances  area (um2)  share of cell area (%)
tap                               46        57.6                    10.4
timing repair buffer              38         327                    59.2
multi-input combinational         16         168                    30.4
==> synthesized netlist by cell type <==
master and instances:
and3b_2 6, and3_1 4, nor3b_1 4, and3b_1 2, buf_6 2
==> power groups by stage <==
stage	clock (mW)	sequential, mW	combinational (mW)
5_1_grt	0	0	0.188
6_report	0	0	0.171
4_1_cts	0	0	0.158
==> per-layer routing <==
layer,part of all wire [%],vias up
li1,-,143
met1,49,130
met2,29,20
met3,22,0
met4,0,0
met5,0,-
==> kinds of logic (layout without fill, tap and decap cells) <==
group	after synthesis	after routing	synth area share, %
buf+inv	2	38	14.5
simple gates	16	16	85.5
==> metrics by stage <==
stage	util (%)	cells	power [mW]	cell area, um2	hold WS (ps)
detailed placement	12.9	88	0.123	440	1400
finish	16.2	100	0.171	552	742
floorplan	-	18	0.0327	155	489
CTS	15.1	99	0.158	514	739
global placement	12.9	88	0.122	440	1400
global route	16.2	100	0.188	552	777
==> worst min-delay path by stage <==
stage	from	endpoint	slack, ps	depth (start not counted)
6_report	in[1]	out3[1]	740	3
5_1_grt	in[1]	out1[1]	780	3
4_1_cts	in[1]	out1[1]	740	3
==> repair_timing <==
action	in CTS	in global routing
buffers inserted	10	1
endpoints found under the setup margin	16	16
pin swaps	4	5
gates cloned	1	0
resized	91	6
Power is estimated from default activity; no workload was simulated.
