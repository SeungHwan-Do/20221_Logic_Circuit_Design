**./config.mk**
```make
export PLATFORM = sky130hd
export DESIGN_NAME = counter
export DESIGN_NICKNAME = counter
export VERILOG_FILES = /design/flow/design.v
export SDC_FILE = /design/flow/constraint.sdc
export NUM_CORES = 4
export LEC_CHECK = 1
export CORE_AREA = 10 10 70 70
export DIE_AREA = 0 0 80 80
export SYNTH_HDL_FRONTEND = slang
```
**./constraint.sdc**
```tcl
current_design counter

set clk_period 1.1
set clk_io_pct 0.2

create_clock -name clk0 -period $clk_period [get_ports {clk}]

set non_clock_inputs [all_inputs -no_clocks]
set_input_delay [expr $clk_period * $clk_io_pct] -clock clk0 $non_clock_inputs
set_output_delay [expr $clk_period * $clk_io_pct] -clock clk0 [all_outputs]
```
**./design.v**
```verilog
module counter(count, rst, on, clk);
	output reg [3:0]count;
	input rst,on,clk;
	always@(posedge clk) begin
	if(rst ==1)
		count = 0;
		else if(on==1) begin
		if(count<9)
			count = count + 1;
		else count = 0;
		end
	end
endmodule
```
**./run.sh**
```bash
#!/bin/bash
# OpenROAD 26Q1-2900-gdf79404cd8, Yosys 0.63+post, stock flow scripts
make -C /OpenROAD-flow-scripts/flow DESIGN_CONFIG=/design/flow/config.mk WORK_HOME=/design/flow/orfs finish
```
==> impl_metrics.ini <==
; generated from flow reports
[run_status]
outcome = completed

[final_timing]
rsz0062_at_grt = no
fmax_mhz = 949
layout_worst_path_cycle_share_pct = 95.8
fin_hold_ws_ns = 0.430
maxSlewViolCount = 0
skew_ns = 0.00269
fin_ws_ns = 0.0466
setup_viol = 0
hold_viol = 0
tightest_slew_ns = 0.264
setup_tns_ns = 0
finalCriticalPeriod_ns = 1.05
max_slew_margin_pct = 82.4

[placed_design]
detailedPlace.worstSlack_ns = -0.220
gp_congestion = 0.723
dpl_cell_area_um2 = 332
portBuffers = 6

[setup_path]
cp_max_fo = 5
critical_path.max_stage_delay_ns = 0.35
cp_cell_sequence = dlygate4sd2_1
cp.required_ns = 0.88
critPathSlowestCell = dfxtp_4
crit_path_start_kind = flip-flop
path_buffers = 1
cp.arrival_ns = 0.83
crit_family = flip-flops
cp-startpoint = count[1]
rr_startpoint = count[0]
cp-end-kind = output port
crit_type = reg2out

[finish]
mostFrequentLayoutCells = dlygate4sd2_1 (4), clkbuf_4 (3)
utilization_pct = 11.9
layout_top_cell = dlygate4sd2_1
area_growth_pct = 89.5
design_area_um2 = 405
final_layout_size_suffix_gt1_share_pct = 56.7
largest_register_ffs = 4

[hold_path]
hold_path_class = in2reg
hold_path.startpoint = on

[die]
core_um2 = 3420
io_pins = 7
fp.dieW_um = 80
dieArea_um2 = 6400
rows = 21
die_h_um = 80
fp_util_pct = 6.26

[yosys]
ys.flops = 4
ys_top_cells_by_area = dfxtp_1 (37%), a211oi_2 (12%), ha_1 (12%)
yosys_area_um2 = 214
ys_seq_share_pct = 37.4
synthesis.area_um2 = 214
ys_cells = 19
synth_area_per_cell_um2 = 11.3
yosys.area.top_type_share_pct = 37.4
synth_cell_types = 13
largest_area_cell = dfxtp_1
synth_warnings = 0
syn_inst = 19

[drt]
via_per_inst = 2.57
avgRoutedWirePerCell_um = 7.46
drc = 0
initialDrtViolationCount = 6
vias = 195
drtAntennaViolNets = 0
postRouteWirelength_um = 567
dr.pass1.iters = 2
antenna-diode-count = 0

[grt]
grt_max_degree = 7
antenna_found_initial = 0
grt_usage_pct = 1.53
grt_pass1_wl_um = 814
overflow = 0
first_global_vias = 196

[clock_tree]
ctsLongestPathBuffers = 2
clk_pin_slew_ns = 0.04
postCtsHoldBufs = 0
cts_tree = built
h-tree-depth = 1
cts-root-buf = clkbuf_4
insertion_delay_ns = 0.23
clkSinkCount = 4
cts_made_buffers = 3

[pwr]
cellLeakagePower_nw = 0.153
peakVddDrop_uv = 188
power_density_nw_per_um2 = 1050

[job]
max-cap-violations = 0
tool_warnings = 26
final cells by class:
| type | instances | area (um2) |
|---|---|---|
| Fill cell | 391 | 3010 |
| Timing Repair Buffer | 8 | 72.6 |
| Multi-Input combinational cell | 13 | 155 |
| Tap cell | 46 | 57.6 |
| Clock buffer | 3 | 22.5 |
| Inverter | 2 | 7.51 |
| Sequential cell | 4 | 90.1 |
report_power, final:
part	leakage (nW)	switching, W	total, W	internal, W
Sequential	0.0350	0.0000137	0.000168	0.000155
Combinational	0.105	0.0000349	0.0000755	0.0000406
Clock	0.0138	0.0000593	0.000181	0.000122
Total	0.153	0.000108	0.000425	0.000317
kinds of logic (layout without fill, tap and decap cells):
| logic type | Yosys count | count (layout) | share of synthesized area (%) |
|---|---|---|---|
| AND-OR/OR-AND | 6 | 6 | 28.1 |
| XOR/XNOR | 1 | 1 | 4.09 |
| adder cells (fa/ha/maj) | 2 | 2 | 11.7 |
| buffers and inverters | 2 | 13 | 3.51 |
| flip-flops | 4 | 4 | 37.4 |
| multiplexers | 1 | 1 | 4.68 |
| AND/OR/NAND/NOR | 3 | 3 | 10.5 |
cell usage after synthesis, drive strengths merged:
cell type  instances
and2               1
a221oi             1
ha                 2
inv                2
mux2i              1
a211oi             3
dfxtp              4
nand2b             1
xnor2              1
a41oi              1
nand3b             1
a21bo              1
metrics by stage:
stage,total power [W],cells
2_1_floorplan,0.000198,19
3_3_place_gp,0.000231,71
3_5_place_dp,0.000232,71
4_1_cts,0.000440,76
5_1_grt,0.000451,76
6_report,0.000425,76
what timing repair did:
| action | in CTS | in global routing |
|---|---|---|
| pin swaps | 2 | 2 |
| setup endpoints to repair | 6 | 3 |
| cloned | 0 | 0 |
| gates resized | 14 | 2 |
| buffers inserted | 4 | 0 |
path summary, 6_finish.rpt:
check / slack (ns) / depth (start not counted) / end
hold reg to reg: 0.60 / 2 / count[1]
hold / removal: 0.43 / 3 / count[2]
setup reg to reg: 0.08 / 4 / count[1]
setup / recovery: 0.05 / 1 / count[1]
per-layer routing:
metal / global-route usage [%] / up-vias / wire (um)
li1: - / 95 / -
met1: 1.87 / 90 / 280
met2: 1.77 / 8 / 205
met3: 0.795 / 2 / 46
met4: 1.58 / 0 / 34
met5: 0 / - / 0
Power is estimated from default activity; no workload was simulated.
